==> flow/design.v <==
`timescale 1ns / 1ps
module pc (
    input wire clk,
    input wire rst,
    input wire load,
    input wire [15:0] pc_in,
    output reg [15:0] pc_out
);
    always @(posedge clk or posedge rst) begin
        if (rst)
            pc_out <= 16'b0;
        else if (load)
            pc_out <= pc_in;
    end
endmodule
module instr_mem (
    input  wire [15:0] addr,
    output reg  [15:0] instr
);
    always @(*) begin
        case (addr)
            16'd0:  instr = 16'b1001_0101_1100_1001;  
            16'd1:  instr = 16'b1001_0110_1100_1010;  
            16'd2:  instr = 16'b0000_0111_0101_0110;  
            16'd3:  instr = 16'b1010_0111_1100_1011;  
            16'd4:  instr = 16'b1000_1000_1111_1010;  
            16'd5:  instr = 16'b0001_0100_1000_0101;  
            16'd6:  instr = 16'b1010_0100_1100_1100;  
            16'd7:  instr = 16'b0111_0011_0111_0000;  
            16'd8:  instr = 16'b0100_0010_0011_0100;  
            16'd9:  instr = 16'b1010_0010_1100_1101;  
            default: instr = 16'b0000_0000_0000_0000;  
        endcase
    end
endmodule
module ir (
    input  wire        clk,
    input  wire        rst,
    input  wire        load,
    input  wire [15:0] instr_in,
    output reg  [15:0] instr_out
);
    always @(posedge clk or posedge rst) begin
        if (rst)
            instr_out <= 16'b0;
        else if (load)
            instr_out <= instr_in;
    end
endmodule
module reg_file (
    input  wire        clk,
    input  wire        rst,
    input  wire        reg_write,     
    input  wire [3:0]  read_reg1,      
    input  wire [3:0]  read_reg2,      
    input  wire [3:0]  write_reg,      
    input  wire [15:0] write_data,   
    output wire [15:0] read_data1,     
    output wire [15:0] read_data2      
);
    (* mark_debug = "true" *) reg [15:0] registers [15:0];
    integer i;
    initial begin
        for (i = 0; i < 16; i = i + 1)
            registers[i] = 16'd0;
    end
    assign read_data1 = registers[read_reg1];
    assign read_data2 = registers[read_reg2];
    always @(posedge clk or posedge rst) begin
        if (rst) begin
            for (i = 0; i < 16; i = i + 1)
                registers[i] <= 16'd0;
        end else if (reg_write) begin
            registers[write_reg] <= write_data;
            $display("Reg[%0d] <= %d at time %0t", write_reg, write_data, $time);
        end
    end
endmodule
module alu (
    input  wire [15:0] A,        
    input  wire [15:0] B,         
    input  wire [3:0]  alu_control, 
    output reg  [15:0] result,
    output wire        zero       
);
    always @(*) begin
        case (alu_control)
            4'b0000: result = A + B;          
            4'b0001: result = A - B;          
            4'b0010: result = A & B;          
            4'b0011: result = A | B;          
            4'b0100: result = A ^ B;          
            4'b0101: result = ~A;             
            4'b0110: result = A <<< 1;        
            4'b0111: result = $signed(A) >>> 1;  
            default: result = 16'h0000;
        endcase
    end
    assign zero = (result == 16'b0);
endmodule
module controller (
    input  wire        clk,
    input  wire        rst,
    input  wire [3:0]  opcode,    
    input  wire        zero_flag,  
    output reg         pc_write,
    output reg         ir_load,
    output reg         reg_write,
    output reg         mem_read,
    output reg         mem_write,
    output reg  [3:0]  alu_control,
    output reg  [1:0]  alu_src_sel,     
    output reg         mem_to_reg     
);
reg [1:0] state, next_state;
parameter FETCH = 2'b00,
          DECODE = 2'b01,
          EXECUTE = 2'b10,
          WB_PC = 2'b11;
    always @(posedge clk or posedge rst) begin
        if (rst)
            state <= FETCH;
        else
            state <= next_state;
    end
always @(posedge clk) begin
    $display("Time: %0t | State: %b | Opcode: %b", $time, state, opcode);
end
    always @(*) begin
        case (state)
            FETCH:   next_state = DECODE;
            DECODE:  next_state = EXECUTE;
            EXECUTE: next_state = WB_PC;
            WB_PC:   next_state = FETCH;
            default: next_state = FETCH;
        endcase
    end
    always @(*) begin
        pc_write     = 0;
        ir_load      = 0;
        reg_write    = 0;
        mem_read     = 0;
        mem_write    = 0;
        alu_control  = 4'b0000;
        alu_src_sel  = 2'b00;
        mem_to_reg   = 0;
        case (state)
            FETCH: begin
                pc_write = 1;
                ir_load  = 1;
                mem_read = 1; 
            end
            DECODE: begin    
            end
            EXECUTE: begin
                case (opcode)
                    4'b0000: alu_control = 4'b0000;  
                    4'b0001: alu_control = 4'b0001;  
                    4'b0010: alu_control = 4'b0010;  
                    4'b0011: alu_control = 4'b0011;  
                    4'b0100: alu_control = 4'b0100;  
                    4'b0101: alu_control = 4'b0101;  
                    4'b0110: alu_control = 4'b0110;  
                    4'b0111: alu_control = 4'b0111;  
                    4'b1000: alu_control = 4'b0000;  
                    4'b1001: begin
                        alu_control = 4'b0000;      
                        mem_read    = 1;
                        alu_src_sel = 2'b01;        
                    end
                    4'b1010: begin
                        alu_control = 4'b0000;      
                        mem_write   = 1;
                        alu_src_sel = 2'b01;
                    end
                    default: alu_control = 4'b0000;
                endcase
            end
            WB_PC: begin
                pc_write = 1;
                case (opcode)
                    4'b0000, 4'b0001, 4'b0010, 4'b0011,
                    4'b0100, 4'b0101, 4'b0110, 4'b0111: reg_write = 1;
                    4'b1000: begin                    
                        reg_write   = 1;
                        alu_src_sel = 2'b10;
                    end
                    4'b1001: begin                    
                        reg_write   = 1;
                        mem_to_reg  = 1;
                    end
                    default: ; 
                endcase
            end
        endcase
    end
endmodule
module data_mem (
    input  wire        clk,
    input  wire        mem_read,
    input  wire        mem_write,
    input  wire [15:0] addr,
    input  wire [15:0] write_data,
    output reg  [15:0] read_data,
    output wire [15:0] mem203,
    output wire [15:0] mem204,
    output wire [15:0] mem205
);
    reg [15:0] memory [0:255];
  initial begin
    memory[201] = 16'd12;
    memory[202] = 16'd4;
end
    always @(*) begin
        if (mem_read)
            read_data = memory[addr];
        else
            read_data = 16'd0;
    end
    always @(posedge clk) begin
        if (mem_write)
            memory[addr] <= write_data;
    end
always @(posedge clk) begin
    if (mem_write) begin
        memory[addr] <= write_data;
        $display("MEM[%0d] <= %d at time %0t", addr, write_data, $time);  
    end
end
    assign mem203 = memory[203];
    assign mem204 = memory[204];
    assign mem205 = memory[205];
endmodule
module seven_seg_display(
    input clk,
    input [15:0] value,
    output reg [6:0] seg,
    output reg [3:0] an
);
    reg [3:0] digit;
    reg [15:0] value_reg;
    reg [1:0] digit_idx = 0;
    reg [19:0] counter = 0;
    always @(posedge clk) begin
        counter <= counter + 1;
        if (counter == 0) begin
            digit_idx <= digit_idx + 1;
        end
    end
    always @(*) begin
        value_reg = value;
        case (digit_idx)
            2'b00: begin
                digit = value_reg[3:0];
                an = 4'b1110;
            end
            2'b01: begin
                digit = value_reg[7:4];
                an = 4'b1101;
            end
            2'b10: begin
                digit = value_reg[11:8];
                an = 4'b1011;
            end
            2'b11: begin
                digit = value_reg[15:12];
                an = 4'b0111;
            end
        endcase
        case (digit)
            4'h0: seg = 7'b1000000;
            4'h1: seg = 7'b1111001;
            4'h2: seg = 7'b0100100;
            4'h3: seg = 7'b0110000;
            4'h4: seg = 7'b0011001;
            4'h5: seg = 7'b0010010;
            4'h6: seg = 7'b0000010;
            4'h7: seg = 7'b1111000;
            4'h8: seg = 7'b0000000;
            4'h9: seg = 7'b0010000;
            4'hA: seg = 7'b0001000;
            4'hB: seg = 7'b0000011;
            4'hC: seg = 7'b1000110;
            4'hD: seg = 7'b0100001;
            4'hE: seg = 7'b0000110;
            4'hF: seg = 7'b0001110;
            default: seg = 7'b1111111;
        endcase
    end
endmodule
module risc16_top (
    input  wire        CLK100MHZ,
    input  wire        rst,
    input  wire [15:0] SW,     
    output wire [7:0]  seg,
    output wire [7:0]  an,
    output wire [15:0] LED         
);
    wire [15:0] pc_out;
    wire [15:0] pc_next;
    wire [15:0] instr;
    wire [15:0] ir_out;
    wire [3:0]  opcode;
    wire [3:0]  rs, rt, rd;
    wire [7:0]  imm;
    wire [15:0] reg_data1, reg_data2, write_data;
    wire [15:0] alu_result;
    wire [15:0] mem_data;
    wire [15:0] mem203, mem204, mem205;
    wire        zero;
    wire        pc_write, ir_load, reg_write;
    wire        mem_read, mem_write, mem_to_reg;
    wire [3:0]  alu_control;
    wire [1:0]  alu_src_sel;
    assign opcode = ir_out[15:12];
    assign rd     = ir_out[11:8];
    assign rs     = ir_out[7:4];
    assign rt     = ir_out[3:0];
    assign imm    = ir_out[7:0];
    reg [15:0] operand_b;
    always @(*) begin
        case (alu_src_sel)
            2'b00: operand_b = reg_data2;
            2'b01: operand_b = {8'b0, imm};
            2'b10: operand_b = {8'b0, imm};
            default: operand_b = 16'd0;
        endcase
    end
    assign write_data = (mem_to_reg) ? mem_data : alu_result;
    assign pc_next = pc_out + 1;
    assign LED = selected_value;
    reg [15:0] selected_value;
    always @(*) begin
        case (SW[1:0])
            2'b00: selected_value = mem203;
            2'b01: selected_value = mem204;
            2'b10: selected_value = mem205;
            default: selected_value = 16'd0;
        endcase
    end
    pc u_pc (
        .clk(CLK100MHZ),
        .rst(rst),
        .load(pc_write),
        .pc_in(pc_next),
        .pc_out(pc_out)
    );
    instr_mem u_imem (
        .addr(pc_out),
        .instr(instr)
    );
    ir u_ir (
        .clk(CLK100MHZ),
        .rst(rst),
        .load(ir_load),
        .instr_in(instr),
        .instr_out(ir_out)
    );
    reg_file u_regfile (
        .clk(CLK100MHZ),
        .rst(rst),
        .reg_write(reg_write),
        .read_reg1(rs),
        .read_reg2(rt),
        .write_reg(rd),
        .write_data(write_data),
        .read_data1(reg_data1),
        .read_data2(reg_data2)
    );
        alu u_alu (
        .A(reg_data2),              
        .B(operand_b),              
        .alu_control(alu_control),
        .result(alu_result),
        .zero(zero)
    );
    data_mem u_dmem (
        .clk(CLK100MHZ),
        .mem_read(mem_read),
        .mem_write(mem_write),
        .addr(alu_result),
        .write_data(reg_data1),     
        .read_data(mem_data),
        .mem203(mem203),
        .mem204(mem204),
        .mem205(mem205)
    );
    controller u_ctrl (
        .clk(CLK100MHZ),
        .rst(rst),
        .opcode(opcode),
        .zero_flag(zero),
        .pc_write(pc_write),
        .ir_load(ir_load),
        .reg_write(reg_write),
        .mem_read(mem_read),
        .mem_write(mem_write),
        .alu_control(alu_control),
        .alu_src_sel(alu_src_sel),
        .mem_to_reg(mem_to_reg)
    );
    wire [3:0] d0, d1, d2, d3, d4;
    bin16_to_bcd5 u_bcd (
        .clk(CLK100MHZ),
        .bin(selected_value),
        .d0(d0), .d1(d1), .d2(d2), .d3(d3), .d4(d4)
    );
    seg_driver #(.N_DIG(8)) u_disp (
    .clk(CLK100MHZ),
    .digits({4'd0, 4'd0, 4'd0, d4, d3, d2, d1, d0}),
    .seg(seg),
    .an(an)
);
endmodule
module bin16_to_bcd5 (
    input wire clk,
    input wire [15:0] bin,
    output reg [3:0] d0, d1, d2, d3, d4
);
    integer i;
    reg [35:0] shift;
    always @(posedge clk) begin
        shift = {20'd0, bin};
        for (i = 0; i < 16; i = i + 1) begin
            if (shift[19:16] > 4) shift[19:16] = shift[19:16] + 3;
            if (shift[23:20] > 4) shift[23:20] = shift[23:20] + 3;
            if (shift[27:24] > 4) shift[27:24] = shift[27:24] + 3;
            if (shift[31:28] > 4) shift[31:28] = shift[31:28] + 3;
            if (shift[35:32] > 4) shift[35:32] = shift[35:32] + 3;
            shift = shift << 1;
        end
        {d4, d3, d2, d1, d0} = {
            shift[35:32], shift[31:28],
            shift[27:24], shift[23:20],
            shift[19:16]
        };
    end
endmodule
module seg_driver #(
    parameter N_DIG = 8
)(
    input wire clk,
    input wire [4*N_DIG-1:0] digits,  
    output reg [7:0] an,
    output reg [7:0] seg
);
    reg [2:0] digit_idx = 0;
    reg [19:0] clkdiv = 0;
    wire [3:0] curr_digit;
    assign curr_digit = digits >> (digit_idx * 4);
   always @(posedge clk) begin
    clkdiv <= clkdiv + 1;
    if (clkdiv[15:0] == 16'd0) 
        digit_idx <= digit_idx + 1;
end
    always @(*) begin
        case (digit_idx)
            3'd0: an = 8'b11111110;
            3'd1: an = 8'b11111101;
            3'd2: an = 8'b11111011;
            3'd3: an = 8'b11110111;
            3'd4: an = 8'b11101111;
            3'd5: an = 8'b11011111;
            3'd6: an = 8'b10111111;
            3'd7: an = 8'b01111111;
            default: an = 8'b11111111;
        endcase
        case (curr_digit[3:0])
            4'h0: seg = 8'b11000000;
            4'h1: seg = 8'b11111001;
            4'h2: seg = 8'b10100100;
            4'h3: seg = 8'b10110000;
            4'h4: seg = 8'b10011001;
            4'h5: seg = 8'b10010010;
            4'h6: seg = 8'b10000010;
            4'h7: seg = 8'b11111000;
            4'h8: seg = 8'b10000000;
            4'h9: seg = 8'b10010000;
            4'hA: seg = 8'b10001000;
            4'hB: seg = 8'b10000011;
            4'hC: seg = 8'b11000110;
            4'hD: seg = 8'b10100001;
            4'hE: seg = 8'b10000110;
            4'hF: seg = 8'b10001110;
            default: seg = 8'b11111111;
        endcase
    end
endmodule
==> flow/run.sh <==
#!/bin/bash
# OpenROAD 26Q1-2900-gdf79404cd8, Yosys 0.63+post, stock flow scripts
make -C /OpenROAD-flow-scripts/flow DESIGN_CONFIG=/design/flow/config.mk WORK_HOME=/design/flow/orfs finish
==> flow/config.mk <==
export PLATFORM = sky130hd
export DESIGN_NAME = seven_seg_display
export DESIGN_NICKNAME = seven_seg_display
export VERILOG_FILES = /design/flow/design.v
export SDC_FILE = /design/flow/constraint.sdc
export NUM_CORES = 4
export LEC_CHECK = 1
export CORE_AREA = 10 10 113 113
export DIE_AREA = 0 0 123 123
==> flow/constraint.sdc <==
current_design seven_seg_display

set clk_period 3.1
set clk_io_pct 0.2

create_clock -name clk0 -period $clk_period [get_ports {clk}]

set non_clock_inputs [all_inputs -no_clocks]
set_input_delay [expr $clk_period * $clk_io_pct] -clock clk0 $non_clock_inputs
set_output_delay [expr $clk_period * $clk_io_pct] -clock clk0 [all_outputs]
==> changes_impl.md <==
### Changed

- Number of top-level pins: 28
- # hold bufs at CTS: 0
- Layout area overhead: 56.0%
- HP Class: reg -> reg
- Status: finished clean
- Critical-path cell list: clkdlybuf4s50_1, a222oi_1, mux2_4, inv_4, ha_2, and3_2, a221o_1, clkbuf_2
- Final Util: 19.5%
- Slew Viols, Final: 0
- Peak supply drop: 0.152 mV
- Remaining antenna violation count: 0
- Cycle use final: 97.8%
- Tool warnings: 36
- H-tree level count: 1
- Worst slew margin: between 60% and 70%
- Share of layout cells above drive strength 1: about 28%
- Total gr overflow: 0
- I/O Buffers: 27
- Fin. Hold Viols: 0
- Vias per inst: 3.58
- # DRC: 0
- Global-route wire length before repair: 4890 um
- RSZ-0062 raised after global routing: true
- Worst-path clk slew: 0.07 ns
- Die Size: 15100 um^2
- CP Capture Type: output pin
- Post-Syn Instances: 136
- Layout Cells excl Fill: 323
- Worst-case clock skew: 0.00367 ns
- Via count: 1157
- Setup_tns: 0 ns
- Max Root-Sink Buffers: 2
- Initial antenna violation count: 0
- Post-synth top area cell: dfxtp_1
- Worst-path fanout max: 5
- Post-synth area hogs: dfxtp_1 (31%), ha_1 (12%), xnor2_1 (9.5%)
- Top cells by count, synth: dfxtp_1 (20), inv_1 (15), xnor2_1 (14)
- Crit-path slowest cell: clkdlybuf4s50_1
- Dominant flop cell: dfxtp_1
- Flops after synth: 22
- Clk latency late pin: 0.25 ns
- Maximum capacitance violations: 0
- Cell count after placement: 308
- Crit path DAT: 2.41 ns
- Yosys warnings: 1
- Drt wl/cell: 9.58 um
- CP top delay family: AND-OR/OR-AND gates
- Post-synth EDFFs: 2
- Async set-or-reset flop fraction in the synthesized netlist: 0%
- Min Hold Slack: 0.441 ns
- Synth top cell by count: dfxtp_1
- Gp weighted congestion: 0.835
- Area of the core: 10300 um^2
- Unique masters post-synth: 30
- FP Util: 12.5%
- CTS tree: done
- Synthesis area per yosys: 1290 um^2
- LEAKAGE: roughly 0.79 nW
- CP Data Required Time: 2.48 ns
- Synth Seq Share: a little over a third
- Total Power: 0.526 mW
- Largest net degree at the start of global routing: 13
- Worst path max stage delay: 0.39 ns
- Clk sink count: 22
- DRT iter0 DRCs: 82
- Syn Area/Cell: 9.51 um^2
- Worst slew pin tran: 0.474 ns
- Final setup vio count: 0
- N_diodes: 0
- Crit Path Class: in -> out
- Die extent in x: 123 um
- Global-route usage over all layers: 3.84%
- Num CTS Buffers: 3
- Pwr/cell area: 260 nW/um^2
- Pre-Repair DR Iteration Count: 4
- Hpwl dp: between 2000 and 2500 um
- Row cnt: 37
- Vias in the first global route: 1050
- # Cells Yosys: around 140
- Root buf cell: clkbuf_8
- CP bufs+invs: 3
- FMAX: about 0.33 GHz
- Synth Cell Area: roughly 1300 um^2
- DRT Wirelength: 3100 um
- Final min period: 3.03 ns
- Critical Path Source Type: input pin
- Die Y-Extent: 123 um
- Area leader share: between 30% and 40%
[logic make-up after synthesis]
family | synth area share, %
AND-OR/OR-AND | 6.67
XOR/XNOR | 12.9
adder cells (fa/ha/maj) | 11.6
buffers and inverters | 5.22
flip-flops | 35.6
multiplexers | 8.99
AND/OR/NAND/NOR | 19.1
[layout by cell type (no fill, tap or decap), types with 2 or more instances in the layout]
cell / n
dfxtp_1: 20
clkdlybuf4s50_1: 19
buf_4: 17
xnor2_1: 14
inv_1: 11
nand2_1: 10
nand4_1: 8
nand3_1: 7
xor2_1: 5
nor4_1: 5
mux2i_1: 5
ha_1: 5
ha_2: 5
nor2_1: 4
mux2i_2: 4
buf_6: 4
nor3_1: 3
a222oi_1: 3
inv_2: 3
o22ai_2: 3
clkbuf_8: 3
clkbuf_2: 3
mux2_4: 2
ha_4: 2
edfxtp_1: 2
dlymetal6s2s_1: 2
dlygate4sd2_1: 2
[repair_timing]
item	in CTS	in global routing
buffers inserted	4	8
resized	16	27
pin swaps	6	8
setup endpoints to repair	7	7
[path summary, 6_finish.rpt]
kind                                  from           end  slack [ns]  cells past startpoint
worst max-delay path             value[12]        seg[0]        0.07                      8
worst min register to register  counter[0]    counter[0]        0.44                      1
worst min-delay path            counter[0]    counter[0]        0.44                      1
worst max register to register  counter[0]  digit_idx[1]        1.46                      5
[routing by layer]
| metal | GRT usage (%) | share of wire, % |
|---|---|---|
| met1 | 5.33 | 51 |
| met2 | 5.82 | 38 |
| met3 | 1.53 | 10 |
| met4 | 0.146 | 0 |
| met5 | 0 | 0 |
[area by class of cell]
class,instances,area (um^2)
clock buffer,4,45.0
fill,1106,8310
inverter,15,58.8
multi-input combinational,98,853
sequential,22,460
tap,136,170
timing repair buffer,48,430
[metrics by stage]
step / worst slack [ns] / area (um^2)
floorplan: 0.525 / 1290
global placement: -0.244 / 1800
detailed placement: -0.281 / 1800
CTS: -0.138 / 1900
global route: -0.0247 / 2020
finish: 0.0697 / 2020
[flip-flops by register name, indices dropped and copies added, names as in the netlist]
| register | cells |
|---|---|
| counter | 20 |
| digit_idx | 2 |
[where the power goes]
group	internal [mW]	leakage [nW]	total [mW]	switching, mW
Clock	0.0913	0.0228	0.171	0.0795
Sequential	0.286	0.184	0.286	0
Combinational	0.0450	0.585	0.0687	0.0237
Power figures rest on the tool's default switching activity, not on a simulated workload.
